==> ./design.v <==
module spi_slave
    #(
      parameter DATA_WIDTH = 8
     )
    (
      input Clk,                             
      input [1:0] MODE,
      input [DATA_WIDTH-1:0] TxData,         
      output Done,                           
      output reg [DATA_WIDTH-1:0] RxData,    
      input  SClk,                           
      input  MOSI,                           
      input  SS,                             
      output MISO                            
    );
    wire ClkPol;
    wire ClkPha;
    wire Dout;
    reg  capture_en;
    reg  shift_en;
    reg [DATA_WIDTH-1:0] bitcnt;
    reg                  bitcnt_en;
    reg [1:0] current_state, next_state;
    localparam  IDLE  = 2'b11,
                BEGIN = 2'b10,
                LEAD  = 2'b01,
                TRAIL = 2'b00;
    assign ClkPol = (MODE[1:0] == 2'b10) || (MODE[1:0] == 2'b11);
    assign ClkPha = (MODE[1:0] == 2'b01) || (MODE[1:0] == 2'b11);
    reg [DATA_WIDTH-1:0] txreg;
    assign MISO = (SS) ? 1'bz: Dout;
    assign Dout = txreg[DATA_WIDTH-1];
    always @ ( current_state or ClkPol or SClk or SS )
      begin
        case ( current_state )
          IDLE: if ( SS )
                  next_state <= IDLE;
                else
                  next_state <= BEGIN;
          BEGIN: begin
                   if ( {ClkPol, SClk} == 2'b00 || {ClkPol, SClk} == 2'b11 ) begin
                     next_state <= BEGIN;
                   end else begin
                     next_state <= LEAD;
                   end
                 end
          LEAD: begin
                  if ( {ClkPol, SClk} == 2'b00 || {ClkPol, SClk} == 2'b11 ) begin
                    next_state <= TRAIL;
                  end else begin
                    next_state <= LEAD;
                  end
                end
          TRAIL: begin
                   if ( {ClkPol, SClk} == 2'b00 || {ClkPol, SClk} == 2'b11 ) begin
                     next_state <= TRAIL;
                   end else begin
                     next_state <= LEAD;
                   end
                 end
        endcase
      end
    always @ (posedge Clk)
      if ( SS == 1'b1 ) begin
        current_state <= IDLE;
        bitcnt <= {DATA_WIDTH{1'b0}};
        txreg <= TxData;
      end else begin
        current_state <= next_state;
        if ( bitcnt_en == 1'b1 )
          bitcnt <= {bitcnt[DATA_WIDTH-2:0], 1'b1};
        else
          bitcnt <= bitcnt;
        if ( capture_en == 1'b1 ) begin
          RxData <= {RxData[DATA_WIDTH-2:0], MOSI};
        end else begin
          RxData <= RxData;
        end
        if ( shift_en == 1'b1 ) begin
          txreg <= {txreg[DATA_WIDTH-2:0], 1'b0};
        end else begin
          txreg <= txreg;
        end
      end
    assign Done = bitcnt[DATA_WIDTH-1];
    always @ ( current_state or next_state )
      begin
        if ( current_state == LEAD && next_state == TRAIL )
          bitcnt_en <= 1'b1;
        else
          bitcnt_en <= 1'b0;
      end
    always @ ( next_state or current_state or ClkPha )
      begin
          case ( next_state )
            IDLE : capture_en <= 1'b0;
            BEGIN: capture_en <= 1'b0;
            LEAD : if ( current_state == BEGIN && ClkPha == 1'b0 )
                     capture_en <= 1'b1;
                   else if ( current_state == TRAIL && ClkPha == 1'b0 )
                     capture_en <= 1'b1;
                   else
                     capture_en <= 1'b0;
            TRAIL: if ( current_state == LEAD && ClkPha == 1'b1 )
                     capture_en <= 1'b1;
                   else
                     capture_en <= 1'b0;
          endcase
      end
      always @ ( next_state or current_state or ClkPha )
        begin
          case ( next_state )
            IDLE : shift_en <= 1'b0;
            BEGIN: shift_en <= 1'b0;
            LEAD : if ( current_state == TRAIL && ClkPha == 1'b1 )
                     shift_en <= 1'b1;
                   else
                     shift_en <= 1'b0;
            TRAIL: if ( current_state == LEAD && ClkPha == 1'b0 )
                     shift_en <= 1'b1;
                   else
                     shift_en <= 1'b0;
          endcase
        end
endmodule
==> ./run.sh <==
#!/bin/bash
# OpenROAD 26Q1-2900-gdf79404cd8, Yosys 0.63+post, stock flow scripts
make -C /OpenROAD-flow-scripts/flow DESIGN_CONFIG=/design/flow/config.mk WORK_HOME=/design/flow/orfs finish
==> ./config.mk <==
export PLATFORM = sky130hd
export DESIGN_NAME = spi_slave
export DESIGN_NICKNAME = spi_slave
export VERILOG_FILES = /design/flow/design.v
export SDC_FILE = /design/flow/constraint.sdc
export NUM_CORES = 4
export LEC_CHECK = 1
export CORE_AREA = 10 10 88 88
export DIE_AREA = 0 0 98 98
==> ./constraint.sdc <==
current_design spi_slave

set clk_period 2.7
set clk_io_pct 0.2

create_clock -name clk0 -period $clk_period [get_ports {Clk}]

set non_clock_inputs [all_inputs -no_clocks]
set_input_delay [expr $clk_period * $clk_io_pct] -clock clk0 $non_clock_inputs
set_output_delay [expr $clk_period * $clk_io_pct] -clock clk0 [all_outputs]
==> metrics.csv <==
stage;metric;value;unit
status;status;complete, no violations;
clock_tree;path_clk_slew;80;ps
layout;drive_gt1_frac;0.1717;
job;stage_log_warning_count;25;
worst_setup_path;crit_path_start_kind;primary input;
global_route;antenna_found_initial;0;
placement;port_buffers;23;
clock_tree;post-cts-setup-buffers;0;
sta;normalized_max_slew_margin;0.7560;
layout;area_growth;39.01;%
clock_tree;cts_repair_resize_count;0;
pwr;ir_worst_vdd;267.0;uV
synth;synth.top_cell.area_share;0.4638;
floorplanning;io-pin-count;24;
sta;layout_min_cycle_time;1931;ps
clock_tree;ctsRootBufferMaster;sky130_fd_sc_hd__clkbuf_8;
synth;postSynthCellCount;70;
synth;yosys_register_bits;28;
sta;timing.final.setup_violations;0;
routing;ant_nets;0;
floorplanning;row_count;28;
worst_setup_path;worstPathMaxFanout;8;
synth;largest_area_cell;sky130_fd_sc_hd__edfxtp_1;
pwr;power.static_leakage;0.4802;nW
routing;drt_first_iter_violations;8;
synth;ff_type;sky130_fd_sc_hd__edfxtp_1;
clock_tree;cts-htree-levels;1;
clock_tree;numCtsBuffers;3;
floorplanning;floorplan.core_util;0.1750;
synth;synth_cell_types;20;
clock_tree;ctsLongestPathBuffers;2;
global_route;grt_overflow;0;
clock_tree;cts_num_sinks;28;
routing;dr_total_vias;590;
global_route;first_global_vias;598;
global_route;track_usage;0.03723;
synth;synth_chip_area;1036;um^2
placement;gp_congestion;0.8128;
routing;drc_errors;0;
clock_tree;clock_latency;270;ps
floorplanning;floorplan_die_width;98;um
sta;period_utilisation_layout;0.7152;
synth;yosys_warnings;2;
sta;finalHoldViolations;0;
global_route;grt_max_degree;17;
hold_path;hold_path.class;reg -> reg;
synth;synthTopCellsByCount;sky130_fd_sc_hd__edfxtp_1, sky130_fd_sc_hd__dfxtp_1, sky130_fd_sc_hd__nand2_1, sky130_fd_sc_hd__mux2_2, sky130_fd_sc_hd__mux2i_1;
synth;edf_count;16;
worst_setup_path;worstPathArrival;1860;ps
routing;drt-pass1-iter-count;4;
global_route;global_route_wire_length_before_repair;3001;um
sta;transition_at_the_pin_with_the_smallest_max_transition_slack;366.0;ps
worst_setup_path;worstSetupEndpointType;register;
floorplanning;die_h;98;um
routing;routed_wire_length_per_instance;10.47;um
synth;synth.yosys.seq_area_share;0.6957;
sta;setup_tns;0;ps
routing;post_drt_via_cell_ratio;3.391;
worst_setup_path;worst-endpoint-required;2630;ps
synth;asyncSetResetFlopFracSynth;0;
routing;antenna-diode-count;0;
pwr;power.density;573.4;nW/um^2
routing;wl;1821;um
sta;report.final.slew_viol_count;0;
synth;yosys.cell_count.top_type;sky130_fd_sc_hd__edfxtp_1;
synth;post_synth.cell_area_avg;14.80;um^2
sta;worst_clock_skew;17.65;ps
floorplanning;floorplan.die_area;9604;um^2
pwr;power.total;0.0008258;W
sta;rsz0062_at_grt;no;
worst_setup_path;worst-r2r-setup-slack;1340;ps
worst_setup_path;timing.setup.critical_path_class;in -> reg;
sta;fmaxAchievable;0.5179;GHz
job;max-cap-violations;0;
synth;post_synth_main_area_contributors;sky130_fd_sc_hd__edfxtp_1, sky130_fd_sc_hd__dfxtp_1, sky130_fd_sc_hd__mux2_2;
floorplanning;core_area;5921;um^2
placement;dp_hpwl;1402;um
clock_tree;cts_hold_repair.buffers;0;
synth;mappedNetlistArea;1036;um^2
synth;synth-cells-yosys;70;
clock_tree;tritoncts_clock_tree;done;
-- worst max-delay path, stage by stage --
cell and delay, ps:
sky130_fd_sc_hd__clkdlybuf4s50_1 470, sky130_fd_sc_hd__xor2_2 230, sky130_fd_sc_hd__nor3b_2 200, sky130_fd_sc_hd__a32o_1 410
-- sequential cells by signal, indices dropped and copies added, names as in the netlist --
signal / count
bitcnt: 8
txreg: 8
current_state: 4
RxData: 8
-- through the flow --
stage / worst slack [ps] / util / hold WS [ps] / instance area (um^2) / cells
floorplan: 790.1 / - / 400.3 / 1036 / 70
global placement: 520.4 / 0.2320 / 424.3 / 1374 / 170
detailed placement: 464.3 / 0.2320 / 437.1 / 1374 / 170
CTS: 771.0 / 0.2432 / 464.4 / 1440 / 174
global route: 670.7 / 0.2432 / 476.0 / 1440 / 174
finish: 769.1 / 0.2432 / 458.6 / 1440 / 174
-- final timing paths --
check	endpoint	start	cells after the start
max	RxData[3]	MODE[1]	4
min	RxData[4]	RxData[3]	0
max reg2reg	RxData[3]	current_state[3]	2
min reg2reg	RxData[4]	RxData[3]	0
-- cell type report --
class | instances | area, um^2
Clock buffer | 4 | 66.31
Multi-Input combinational cell | 39 | 295.3
Fill cell | 600 | 4481
Sequential cell | 28 | 720.7
Tap cell | 75 | 93.84
Timing Repair Buffer | 27 | 260.3
Inverter | 1 | 3.754
-- metal layers --
metal  routed length, um  GRT usage
met1                 869    0.05036
met2                 724    0.05431
met3                 227    0.02134
met4                   0          0
met5                   0          0
-- report_power, final --
| part | internal (W) | switching (W) | leakage (nW) | total (W) |
|---|---|---|---|---|
| logic | 0.0000418 | 0.0000254 | 0.197 | 0.0000672 |
| clock network | 0.000161 | 0.000123 | 0.0339 | 0.000284 |
| registers | 0.000468 | 0.00000630 | 0.249 | 0.000475 |
| total | 0.000671 | 0.000154 | 0.480 | 0.000826 |
-- kinds of logic (layout without fill, tap and decap cells) --
logic type	Yosys count	after routing	share of synthesized area
flops	28	28	0.6957
simple gates	18	18	0.08455
mux	14	14	0.1437
compound gates	5	5	0.03261
buf+inv	3	32	0.01931
xor+xnor	2	2	0.02416
-- placed cells by master, fill, tap and decap left out, drive strengths merged --
cell | netlist | layout
clkinv | 1 | 1
dfxtp | 12 | 12
xnor2 | 1 | 1
mux2 | 7 | 7
edfxtp | 16 | 16
mux2i | 7 | 7
o21ai | 1 | 1
nand2 | 8 | 8
nand3b | 1 | 1
a32o | 1 | 1
buf | 2 | 4
a31oi | 1 | 1
nor2 | 3 | 3
clkdlybuf4s50 | 0 | 23
xor2 | 1 | 1
a21oi | 1 | 1
nor3b | 1 | 1
and2 | 1 | 1
clkbuf | 0 | 4
nor3 | 4 | 4
o21a | 1 | 1
Power figures rest on the tool's default switching activity, not on a simulated workload.
