===== /design/flow/run.sh =====
#!/bin/bash
# OpenROAD 26Q1-2900-gdf79404cd8, Yosys 0.63+post, stock flow scripts
make -C /OpenROAD-flow-scripts/flow DESIGN_CONFIG=/design/flow/config.mk WORK_HOME=/design/flow/orfs finish

===== /design/flow/constraint.sdc =====
current_design spi_master

set clk_period 3.2
set clk_io_pct 0.2

create_clock -name clk0 -period $clk_period [get_ports {Clk}]

set non_clock_inputs [all_inputs -no_clocks]
set_input_delay [expr $clk_period * $clk_io_pct] -clock clk0 $non_clock_inputs
set_output_delay [expr $clk_period * $clk_io_pct] -clock clk0 [all_outputs]

===== /design/flow/design.v =====
module spi_master 
    #(
      parameter DATA_WIDTH = 8
     )
    (
      input Clk,                       
      input Reset,                     
      input Start,                     
      input [1:0] MODE,
      input [1:0] ClkDiv,              
      input [DATA_WIDTH-1:0] TxData,   
      output reg Done,                 
      output reg [DATA_WIDTH-1:0] RxData,  
      input  MISO,                     
      output reg SClk,                 
      output reg MOSI,                 
      output reg SS                    
    );
    wire ClkPol;
    wire ClkPha;
    wire XferComplete;
    wire ClkEn;
    wire [4:0] next_count;
    reg  [4:0] count;
    reg  [3:0] halfcyc;
    reg        midCyc;
    reg        capture_nxt, shift_nxt;
    reg        capture, shift;
    reg        bitcnt_en;
    localparam  IDLE  = 2'b11,
                BEGIN = 2'b10,
                LEAD  = 2'b01,
                TRAIL = 2'b00;
    reg [1:0] current_state, next_state;
    reg [DATA_WIDTH-1:0] txreg;
    reg [DATA_WIDTH-1:0] bitcnt;
    assign ClkPol = (MODE[1:0] == 2'b10) || (MODE[1:0] == 2'b11);
    assign ClkPha = (MODE[1:0] == 2'b01) || (MODE[1:0] == 2'b11);
    assign next_count[4:0] = count[4:0] + 1;
    assign ClkEn = (next_count == {halfcyc,1'b0});
    always @ (posedge Clk)
      begin
        if ( current_state == IDLE ) begin
          midCyc <= 1'b0;
          count[4:0] <= 5'b0;
        end else begin
          case ( {Reset, ClkEn} )
            2'b00: begin
                     midCyc <= 1'b0;
                     count[4:0] <= next_count[4:0];
                   end
            2'b01: begin
                     midCyc <= 1'b1;
                     count[4:0] <= 5'b0;
                   end
            2'b10,
            2'b11: begin
                     midCyc <= 1'b0;
                     count[4:0] <= 5'b0;
                   end
            default: ;
          endcase
        end
      end
    always @ (ClkDiv)
      case ( ClkDiv[1:0] )
        2'b00: halfcyc = 4'b0001;      
        2'b01: halfcyc = 4'b0010;      
        2'b10: halfcyc = 4'b0100;      
        2'b11: halfcyc = 4'b1000;      
      endcase
    always @ (current_state or XferComplete or ClkPol)
      begin
        case ( current_state )
          IDLE: begin
                  SS <= 1'b1;
                  SClk <= ClkPol;
                  Done <= 1'b1;
                end
          BEGIN: begin
                   SS <= 1'b0;
                   SClk <= ClkPol;
                   Done <= 1'b0;
                 end
          LEAD: begin
                  SS <= 1'b0;
                  SClk <= ClkPol ^ current_state[0];
                  Done <= 1'b0;
                end
          TRAIL: begin
                   SS <= 1'b0;
                   SClk <= ClkPol ^ current_state[0];
                   if ( XferComplete )
                     Done <= 1'b1;
                   else
                     Done <= 1'b0;
                 end
        endcase
      end
      always @ ( current_state or Start or midCyc or XferComplete )
        begin
          case ( current_state )
            IDLE: if ( !Start )
                    next_state <= IDLE;
                  else
                    next_state <= BEGIN;
            BEGIN: next_state <= LEAD;
            LEAD: if ( midCyc )
                    next_state <= TRAIL;
                  else
                    next_state <= LEAD;
            TRAIL: case ( {XferComplete, midCyc} )
                     2'b00: next_state <= TRAIL;
                     2'b01: next_state <= LEAD;
                     2'b10: next_state <= IDLE;
                     2'b11: next_state <= IDLE;
                   endcase
          endcase
        end
    always @ (current_state or next_state or midCyc or capture or shift or ClkPha)
    begin
      case ( current_state )
        IDLE: begin
                bitcnt_en <= 1'b0;
                shift_nxt <= 1'b0;
                capture_nxt <= 1'b0;
              end
        BEGIN: begin
                 bitcnt_en <= 1'b0;
                 if ( next_state == LEAD ) begin
                   if ( ClkPha == 1'b0 ) begin
                     shift_nxt <= 1'b0;
                     capture_nxt <= 1'b1;                   
                   end else begin
                     shift_nxt <= 1'b1;
                     capture_nxt <= 1'b0;  
                   end
                 end else begin
                   shift_nxt <= 1'b0;
                   capture_nxt <= 1'b0;
                 end
               end
        LEAD : begin
                 if ( midCyc ) begin
                   if ( ClkPha == 1'b0 ) begin
                     capture_nxt <= 1'b0;
                     if ( !shift )
                       shift_nxt <= 1'b1;
                     else
                       shift_nxt <= 1'b0;
                   end else begin
                     shift_nxt <= 1'b0;
                     if ( !capture )
                       capture_nxt <= 1'b1;
                     else
                       capture_nxt <= 1'b0;
                   end
                 end else begin
                   capture_nxt <= 1'b0;
                   shift_nxt <= 1'b0;
                 end
                 if ( next_state == TRAIL )
                   bitcnt_en <= 1'b1;
                 else
                   bitcnt_en <= 1'b0;
               end
        TRAIL: begin
                 bitcnt_en <= 1'b0;
                 if ( midCyc ) begin
                   if ( ClkPha == 1'b0 ) begin
                     shift_nxt <= 1'b0;
                     if ( !capture )
                       capture_nxt <= 1'b1;
                     else
                       capture_nxt <= 1'b0;
                   end else begin
                     capture_nxt <= 1'b0;
                     if ( !shift )
                       shift_nxt <= 1'b1;
                     else
                       shift_nxt <= 1'b0;
                   end
                 end else begin
                   capture_nxt <= 1'b0;
                   shift_nxt <= 1'b0;
                 end
               end
      endcase
    end
    assign XferComplete = bitcnt[DATA_WIDTH-1];
    always @ (posedge Clk)
      if ( Reset ) begin
        current_state <= IDLE;
        txreg <= 0;
        RxData <= 0;
        bitcnt <= 0;
      end else begin
        current_state <= next_state;
        if ( Start )
          txreg <= TxData;
        else
          txreg <= txreg;
        if ( current_state == BEGIN && ClkPha == 1'b0 ) begin
          MOSI <= TxData[DATA_WIDTH-1];
          txreg <= {TxData[DATA_WIDTH-2:0], 1'b0};
        end
        if ( shift_nxt == 1'b1 ) begin
          txreg <= {txreg[DATA_WIDTH-2:0], 1'b0};
          MOSI <= txreg[DATA_WIDTH-1];
        end
        shift <= shift_nxt;
        if ( capture_nxt == 1'b1 ) begin
          RxData <= {RxData[DATA_WIDTH-2:0], MISO};
        end
        capture <= capture_nxt;
        if ( XferComplete == 1'b1 ) begin
          bitcnt <= 0;
        end else if ( bitcnt_en )
          bitcnt <= {bitcnt[DATA_WIDTH-2:0], 1'b1};
        else
          bitcnt <= bitcnt;
      end
endmodule

===== /design/flow/config.mk =====
export PLATFORM = sky130hd
export DESIGN_NAME = spi_master
export DESIGN_NICKNAME = spi_master
export VERILOG_FILES = /design/flow/design.v
export SDC_FILE = /design/flow/constraint.sdc
export NUM_CORES = 4
export LEC_CHECK = 1
export CORE_AREA = 10 10 107 107
export DIE_AREA = 0 0 117 117

==> run summary <==
Status -> finished clean
Yosys Warn Count -> 1
DRT Pass-1 Iters -> 4
Syn avg cell area -> 9.529 um2
Final Slew Violations -> 0
Top FF cell, synth -> dfxtp_1
Leakage Power -> 0.8207 nW
Critical path peak fanout -> 10
GR Util All Layers -> 5.267%
Layout Cells excl Fill -> 318
RSZ-0062 raised after global routing -> no
Setup TNS -> 0 ns
Clk latency late pin -> 0.28 ns
Row count -> 35
Critical path arrival -> 1.90 ns
Cycle use final -> 79.40%
Post-layout min period -> 2.541 ns
Peak Freq -> 393.6 MHz
Synth flops -> 35
Worst-margin pin slew -> 0.5917 ns
Inserted Clock Buffers -> 5
N_diodes -> 0
CTS resizes -> 0
Max H-tree Level -> 2
Area of the die -> 13,690 um2
Share of power burned in registers -> 49.2%
Largest net degree at the start of global routing -> 14
Vias per inst -> 4.063
Die Height -> 117 um
Die width -> 117 um
PortBufs -> 27
Yosys cell count -> 177
First-pass GRT wire length -> 5989 um
Final-report setup violation count -> 0
Net Sw Frac -> 26.77%
Setup bufs post-CTS -> 0
Yosys top cell by area -> dfxtp_1
YS chip area -> 1687 um2
Layout fillers -> 983
Fp_density -> 18.34%
GP Congestion -> 0.7079
Top cells by area -> dfxtp_1, mux2i_1, nor2_1
Startpoint Class -> flip-flop
Vias in the first global route -> 1,281
Seq/Total Area, Yosys -> 43.32%
P_int -> 0.7164 mW
DRC -> 0
Top cells excl fill/tap -> dfxtp_1, nor2_1, clkdlybuf4s50_1
CTS Hold Bufs -> 0
Log Warnings -> 28
Max-cap violations -> 0
Reg2reg setup slack -> 0.81 ns
Async S/R FF share, synth -> 0%
Initial antenna violation count -> 0
Mapped Area -> 1687 um2
Worst Path Required -> 2.56 ns
Clock-pin transition on the worst setup and hold timing paths -> 0.07 ns
Critical path class -> flip-flop to primary output
Slew Limit Headroom -> 60.29%
CTS sink count -> 35
Layout Area Growth over Synthesis -> 27.97%
Top cell area share -> 37.98%
Root Buffer -> clkbuf_8
HP Class -> flip-flop to flip-flop
P_sw -> 0.2619 mW
WL per Instance -> 11.27 um
Total core area -> 9196 um2
Fin. Hold Viols -> 0
Clk pwr share -> 31.5%
I/O pin total -> 28
DRT Wirelength -> 3583 um
Maximum VDD drop -> 0.1713 mV
DRT iter0 DRCs -> 42
GRT Residual Overflow -> 0
Combinational share of power -> 19.2%
Post-route ant nets -> 0
DP HPWL -> 2662 um
PD cells -> 453.3 nW/um2
CTS max path bufs -> 2
Number of enable flip-flop cells -> 3
Clock Skew -> 0.004341 ns
CP endpoint kind -> primary output
Post-Place Cells -> 310
Yosys cell types -> 40
CTS tree -> done
Cell count after synthesis -> 177
Vias -> 1,292
Share of layout cells above drive strength 1 -> 8.213%
## through the flow
stage          hold slack, ns  total power [mW]  utilization [%]  instance area (um2)  setup WS, ns
6_report               0.4404            0.9783            23.47                 2158        0.6591
5_1_grt                0.4611             1.042            23.47                 2158        0.5301
4_1_cts                0.4389            0.9998            23.47                 2158        0.6395
3_5_place_dp           0.4292            0.6816            22.52                 2071        0.4305
3_3_place_gp           0.4221            0.6808            22.52                 2071        0.4739
2_1_floorplan          0.4159            0.6111                -                 1687         1.159
## routing by layer
layer | vias up | GRT usage (%) | share of wire (%)
met5 | - | 0 | 0
met4 | 0 | 0.7414 | 0.87
li1 | 682 | - | -
met2 | 24 | 8.699 | 46
met1 | 584 | 6.792 | 46
met3 | 2 | 1.651 | 6.9
## power groups by stage
stage | clock network (mW) | registers, mW | logic, mW
finish | 0.308 | 0.482 | 0.188
CTS | 0.327 | 0.482 | 0.191
global route | 0.346 | 0.485 | 0.211
## worst max-delay path, stage by stage (launching register included)
cell,delay [ns]
dfxtp_1,0.37
inv_1,0.08
ha_1,0.31
o21ai_0,0.24
xnor2_1,0.14
clkdlybuf4s50_1,0.48
## worst paths after layout
kind                                  startpoint   endpoint  cells after the start
worst max-delay path            current_state[0]       SClk                      5
worst max register to register  current_state[0]       MOSI                      7
worst min register to register         bitcnt[6]  bitcnt[7]                      2
worst min-delay path                   bitcnt[6]  bitcnt[7]                      2
## Yosys cell counts (all sizes together), types with 2 or more instances
| master | n |
|---|---|
| buf | 3 |
| nor2b | 2 |
| nor3b | 2 |
| a211oi | 2 |
| and3 | 2 |
| nand3 | 2 |
| nor2 | 32 |
| inv | 7 |
| mux2i | 22 |
| o21ai | 5 |
| nand4b | 2 |
| a21oi | 13 |
| o221a | 7 |
| ha | 5 |
| a31oi | 2 |
| nand2b | 2 |
| dfxtp | 32 |
| nand2 | 8 |
| edfxtp | 3 |
| xnor2 | 4 |
| clkbuf | 5 |
| nor3 | 2 |
## flip-flops by register name (all words and copies together), names as in the netlist
register / count
txreg: 8
bitcnt: 8
count: 5
capture: 1
current_state: 2
MOSI: 1
midCyc: 1
shift: 1
RxData: 8
## kinds of logic after synthesis
logic type | after synthesis | share of synthesized area (%)
AND/OR/NAND/NOR | 59 | 17.58
buffers and inverters | 16 | 4.599
multiplexers | 23 | 13.72
AND-OR/OR-AND | 34 | 14.47
adder cells (fa/ha/maj) | 5 | 3.709
XOR/XNOR | 5 | 2.596
flip-flops | 35 | 43.32
## area by class of cell
cell class,instances,area (um2),share of cell area (%)
clock inverters,3,18.77,0.8696
flip-flops and latches,35,730.7,33.86
clock buffers,5,68.82,3.188
repair buffers,30,292.8,13.57
inverters,8,30.03,1.391
well taps,111,138.9,6.435
multi-input cells,126,878.3,40.70
Power figures rest on the tool's default switching activity, not on a simulated workload.
